## flow/config.mk

```make
export PLATFORM = sky130hd
export DESIGN_NAME = Clock_Divider
export DESIGN_NICKNAME = Clock_Divider
export VERILOG_FILES = /design/flow/design.v
export SDC_FILE = /design/flow/constraint.sdc
export NUM_CORES = 4
export LEC_CHECK = 1
export CORE_UTILIZATION = 40
```

## flow/constraint.sdc

```tcl
current_design Clock_Divider

set clk_period 4.5
set clk_io_pct 0.2

create_clock -name clk0 -period $clk_period [get_ports {inclk}]

set non_clock_inputs [all_inputs -no_clocks]
set_input_delay [expr $clk_period * $clk_io_pct] -clock clk0 $non_clock_inputs
set_output_delay [expr $clk_period * $clk_io_pct] -clock clk0 [all_outputs]
```

## flow/design.v

```verilog
module Clock_Divider (
    input logic inclk,
    input logic [31:0] div_clk_count,
    input logic Reset,
    output logic outclk,
    output logic outclk_Not
);
	logic [31:0] count;
    always_ff @ (posedge inclk, negedge Reset) begin
		if (Reset == 1'b0) begin
			count <= 32'b0;
			outclk <= 1'b0;
		end
		else if (count >= div_clk_count - 32'd1) begin
			outclk <= ~outclk;
			count <= 32'b0;
		end
		else
			count <= count + 32'b1;
	end
	assign outclk_Not = ~outclk;
endmodule
```

## flow/run.sh

```bash
#!/bin/bash
# OpenROAD 26Q1-2900-gdf79404cd8, Yosys 0.63+post, stock flow scripts
make -C /OpenROAD-flow-scripts/flow DESIGN_CONFIG=/design/flow/config.mk WORK_HOME=/design/flow/orfs finish
```

==> job_summary.md <==
### Yosys + OpenROAD results

| Metric | Value |
|---|---|
| Placeable core area | `0.00649 mm²` |
| Die Y-Extent | `85.0 µm` |
| Die width | `85.0 µm` |
| Reg area | `826 µm²` |
| Netlist Area Pre-Place | `0.00275 mm²` |
| Avg Vias per Cell | `5.12` |
| Max-Slew Margin vs Limit | `71.6%` |
| 1st-iter DRT viols | `154` |
| Worst hold path type | `reg -> reg` |
| M2 GR Usage | `26.7%` |
| Comb gate area | `0.00194 mm²` |
| Yosys cell types | `35` |
| Vias in the first global route | `2,210` |
| Final Slew Violations | `0` |
| H-tree levels | `2` |
| Setup Skew | `0.00504 ns` |
| All-Layer GR Usage | `18.9%` |
| # Cells Yosys | `313` |
| Hold EP | `count[0]` |
| R2R cell count | `8` |
| AND-OR/OR-AND share of the synthesized area | `5.68%` |
| Final hold violations | `0` |
| Crit-path max FO | `7` |
| Req. time, crit path | `4.67 ns` |
| Antenna diode count | `0` |
| Slew @ Worst Pin | `0.426 ns` |
| Fin crit share | `95.3%` |
| Static leakage | `1.67 nW` |
| ANT nets after route | `0` |
| WHS | `0.537 ns` |
| Clk buf depth | `2` |
| Io pins | `36` |
| Initial core utilization | `42.4%` |
| VDD IR-drop max | `0.202 mV` |
| Mapped Cells | `313` |
| Hold depth | `1` |
| Sequential share of power | `38.8%` |
| Worst Setup Start Kind | `primary input` |
| Net Sw Frac | `30.2%` |
| Comb power frac | `33.1%` |
| Commonest flop | `dfrtp_1` |
| Final setup fails | `0` |
| Cell area power density | `270 mW/mm²` |
| Fmax | `233 MHz` |
| R2R Path End | `count[0]` |
| Chip area | `0.00722 mm²` |
| Hold_buf cts | `0` |
| GRT met1 Usage | `32.5%` |
| CTS clk-pin slew, worst paths | `0.07 ns` |
| M3 GR Usage | `2.47%` |
| MUX area fraction | `0%` |
| FF-to-FF Start | `count[7]` |
| Clk sink count | `33` |
| Share of post-route cells with drive strength above 1 | `16.7%` |
| Ys flops | `33` |
| Crit Path Class | `in -> reg` |
| Status | `finished clean` |
| Adder Share, Synth | `15.5%` |
| Via count | `2,389` |
| Initial antenna violation count | `0` |
| Largest net degree at the start of global routing | `34` |
| Hold path start | `count[0]` |
| Cell internal pwr | `0.000703 W` |
| Area growth, synth to finish | `35.5%` |
| Yosys warns | `1` |
| CTS tree | `built` |
| Final wirelength | `6340 µm` |
| Switch Pwr | `0.000304 W` |
| CP arrival | `4.46 ns` |
| Setup WS pre-CTS | `-0.238 ns` |
| Xor+xnor area frac | `19.1%` |
| Synth Area in Simple Gates | `28.1%` |
| Post-synth EDFFs | `0` |
| Drt wl/cell | `13.6 µm` |
| Inserted Clock Buffers | `5` |
| Max-cap violations | `0` |
| First-pass GRT wire length | `10,600 µm` |
| FFs w/ async S/R, synth | `100%` |
| FF-to-FF setup slack | `2.10 ns` |
| Total gr overflow | `0` |
| Filler cell count | `563` |
| Routability cong. | `0.944` |
| Clk latency late pin | `0.28 ns` |
| Row cnt | `29` |
| Avg Inst Size Synth | `8.79 µm²` |
| Clock power frac | `28.1%` |
| Root Buffer | `clkbuf_8` |
| Post-synthesis sequential area ratio | `30.0%` |
| Yosys Chip Area | `0.00275 mm²` |
| Final Critical Period | `4.29 ns` |
| Drc violations | `0` |
| IO buf count | `35` |
| Top logic family | `simple AND/OR/NAND/NOR gates` |
| Final WS setup | `0.209 ns` |
| GR peak layer | `met1` |
| Tool Warnings | `25` |
| Element type at the critical path end | `flip-flop` |
| HPWL Detailed | `4850 µm` |
| Pre-antenna DRT Iters | `19` |
worst max path at each step:
stage / startpoint / to / slack (ns) / cells past startpoint
after global routing: div_clk_count[6] / count[0] / -0.01 / 14
final: div_clk_count[6] / outclk / 0.21 / 16
after CTS: div_clk_count[9] / count[26] / 0.05 / 14
placed cells by master (no fill, tap or decap), types with 4 or more instances in the layout:
cell             count
ha_1                34
clkdlybuf4s50_1     27
buf_6                4
dfrtp_1             33
or3_1                4
clkbuf_8             6
a21oi_1             11
inv_1                8
nor4_2               4
dlymetal6s2s_1       8
nand2_1             22
nor2_1              52
nor3_1              10
xor2_1              21
xnor2_1             39
nand4_1              9
nand3_1             14
nor4_1               4
buf_4               31
flip-flops by register name (all words and copies together), names as in the netlist:
signal and count:
outclk 1, count 32
cell type report:
type | instances | share of cell area [%]
multi-input combinational | 268 | 52.1
sequential | 33 | 22.1
timing repair buffer | 73 | 19.3
tap | 77 | 2.58
clock buffer | 7 | 2.32
clock inverter | 1 | 0.805
inverter | 8 | 0.805
metal layers:
layer / wire (µm) / share of wire [%] / vias to the layer above
met1: 3390 / 53 / 1082
met2: 2650 / 42 / 48
met5: 0 / 0 / -
met3: 240 / 3.8 / 6
li1: - / - / 1253
met4: 59 / 0.93 / 0
stage by stage:
step | std cells | util [%] | cell area [µm²] | TNS, ns | power (W)
after floorplan | 313 | - | 2750 | 0 | 0.000557
after CTS | 458 | 54.4 | 3530 | 0 | 0.000984
final | 467 | 57.4 | 3730 | 0 | 0.00101
after global placement | 450 | 52.6 | 3420 | -6.04 | 0.000694
after detailed placement | 450 | 52.6 | 3420 | -6.73 | 0.000697
after global routing | 467 | 57.4 | 3730 | -0.0136 | 0.00108
cells in the mapped netlist, types with 2 or more instances:
| master | n | share of area (%) |
|---|---|---|
| nor2_1 | 55 | 7.5 |
| xnor2_1 | 39 | 12 |
| ha_1 | 34 | 15 |
| dfrtp_1 | 33 | 30 |
| nand2_1 | 22 | 3.0 |
| xor2_1 | 21 | 6.7 |
| nand3_1 | 14 | 2.5 |
| nor3_1 | 13 | 2.4 |
| a21oi_1 | 11 | 2.0 |
| nand4_1 | 9 | 2.0 |
| inv_1 | 8 | 1.1 |
| nor4_1 | 6 | 1.4 |
| clkbuf_1 | 4 | 0.55 |
| or3_1 | 4 | 0.91 |
| and3_1 | 3 | 0.68 |
| and4_1 | 3 | 0.95 |
| nor2b_1 | 3 | 0.68 |
| nor4_2 | 3 | 1.4 |
| o21ai_0 | 3 | 0.55 |
| or4_1 | 3 | 0.82 |
| a211oi_1 | 2 | 0.55 |
| a21o_1 | 2 | 0.55 |
| a221o_1 | 2 | 0.73 |
| and2_1 | 2 | 0.45 |
| nand2b_1 | 2 | 0.45 |
| or3_4 | 2 | 0.82 |
| or4_4 | 2 | 0.82 |
logic make-up (layout without fill, tap and decap cells):
logic type	count (synthesis)	in the layout
compound gates	25	25
xor+xnor	60	60
fa+ha+maj	34	34
buf+inv	12	89
flops	33	33
simple gates	149	149
power groups by stage:
stage     logic, W  registers [W]  clock network (W)
4_1_cts   0.000303       0.000391           0.000290
6_report  0.000333       0.000391           0.000283
5_1_grt   0.000378       0.000399           0.000304
repair_timing:
item | in CTS | in global routing
endpoints found under the setup margin | 0 | 33
gates resized | 0 | 25
buffers inserted | 0 | 5
critical path, stage by stage:
cell and delay [ns]:
dlymetal6s2s_1 0.13, or4_4 0.54, or3_4 0.44, nor4_4 0.33
nand3_2 0.17, buf_4 0.17, nor2_2 0.08, xnor2_1 0.15
ha_1 0.29, a21oi_1 0.16, nand2_1 0.07, a221o_1 0.35
a211oi_2 0.22, o21ai_4 0.18, buf_6 0.16, xnor2_1 0.11
Power and IR drop assume default switching activity.
